==> design/flow/config.mk <==
export PLATFORM = sky130hd
export DESIGN_NAME = input_neuron
export DESIGN_NICKNAME = input_neuron
export VERILOG_FILES = /design/flow/design.v
export SDC_FILE = /design/flow/constraint.sdc
export NUM_CORES = 4
export LEC_CHECK = 1
export CORE_UTILIZATION = 40
==> design/flow/constraint.sdc <==
current_design input_neuron

set clk_period 452.7
set clk_io_pct 0.2

create_clock -name clk0 -period $clk_period [get_ports {clk}]

set non_clock_inputs [all_inputs -no_clocks]
set_input_delay [expr $clk_period * $clk_io_pct] -clock clk0 $non_clock_inputs
set_output_delay [expr $clk_period * $clk_io_pct] -clock clk0 [all_outputs]
==> design/flow/design.v <==
`timescale 1ns / 1ps
module exc_neuron #(
    parameter DW = 16, INT_DW = 8, REFRAC = 5, ENCODE_TIME = 23
)(
    input wire clk,
    input wire rst,
    input wire en,
    input wire signed [DW + INT_DW - 1 : 0] spiking_value,
    input wire inh,
    output reg out_spike,
    output reg [31 : 0] spike_times
    );
    localparam inh_value = 24'h3c0000;
    localparam threshold = 24'h0d0000;
    localparam reset_v = 24'd0;
    reg signed [DW + INT_DW - 1 : 0] potential;
    reg [3 : 0] refractory_cnt;
    always@(posedge clk) begin
        if(rst) begin
            potential <= 0;
            out_spike <= 0;
            spike_times <= 0;
        end
        else if(en) begin
            if(refractory_cnt == 4'd0) begin
                potential <= potential + spiking_value;
                if(inh) begin
                    potential <= potential - inh_value;
                end
                if(potential >= threshold) begin
                    potential <= reset_v;
                    out_spike <= 1'b1;
                    spike_times <= spike_times + 1;
                end
                else out_spike <= 1'b0;
            end
            else begin
                potential <= potential;         
                out_spike <= 1'b0;
                spike_times <= spike_times;   
            end
        end
    end
   reg refractory_en;
    always@(posedge clk) begin
        if(rst) begin 
            refractory_cnt <= 0;
            refractory_en <= 0;
        end
        else if(en) begin
            if(refractory_cnt == REFRAC * ENCODE_TIME) begin
                refractory_cnt <= 0;
                refractory_en <= 1'b0;
            end
            if(potential >= threshold) begin
                refractory_en <= 1'b1;
            end
            else if (refractory_en) begin
                refractory_cnt <= refractory_cnt + 1;
            end
        end
    end
endmodule
module input_neuron #(
    parameter ENCODE_TIME = 23, T_WINDOW = 250
)(
    input wire clk,
    input wire rst,
    input wire en,
    input wire [T_WINDOW - 1 : 0] origin_spike,
    output wire spike_infor
);
    wire [ENCODE_TIME * (T_WINDOW - 1) + T_WINDOW : 0] dest_spike;
    reg [ENCODE_TIME * (T_WINDOW - 1) + T_WINDOW : 0] spikes;
    generate 
        genvar i;
        for(i = 0; i < T_WINDOW; i = i + 1) begin
            assign dest_spike[(ENCODE_TIME + 1) * (i + 1) - 1 : (ENCODE_TIME + 1) * i + 1] = 0;
            assign dest_spike[(ENCODE_TIME + 1) * i] = origin_spike[i];
        end
    endgenerate
    reg [32 : 0] cnt;
    always@(posedge clk) begin
        if(rst) cnt <= 0;
        else if(en) begin
            if(cnt < T_WINDOW * (ENCODE_TIME + 1)) cnt <= cnt + 1;
            else cnt <= cnt;
        end
    end
    wire shift_en;
    assign shift_en = (cnt <= T_WINDOW * (ENCODE_TIME + 1));
    always@(posedge clk) begin
        if(rst) begin 
            spikes <= dest_spike;
        end
        else if(en & shift_en) begin
            spikes <= spikes >> 1;
        end
    end
    assign spike_infor = spikes[0];
endmodule
==> design/flow/run.sh <==
#!/bin/bash
# OpenROAD 26Q1-2900-gdf79404cd8, Yosys 0.63+post, stock flow scripts
make -C /OpenROAD-flow-scripts/flow DESIGN_CONFIG=/design/flow/config.mk WORK_HOME=/design/flow/orfs finish
==> results.sh <==
# implementation run metrics
export IMPL_status="finished, final reports clean"
export IMPL_drt_first_pass_iters=5
export IMPL_drt_iter0_drc=9770
export IMPL_reg2reg_to="spikes[628]"
export IMPL_clk_pin_slew_ns=0.06
export IMPL_core_area_um2=520600
export IMPL_warnings=87
export IMPL_min_path_type="flip-flop to flip-flop"
export IMPL_skew_ns=0.05975
export IMPL_maxCapViolCount=0
export IMPL_synth_area_per_cell_um2=8.024
export IMPL_fp_dieArea_um2=525200
export IMPL_synth_cell_types=38
export IMPL_postRouteWirelength_mm=386.4
export IMPL_power_density_nw_per_um2=4.673
export IMPL_cts_sinks=6010
export IMPL_wire_per_inst_um=11.83
export IMPL_overflow=0
export IMPL_grt_pass1_wl_mm=664.5
export IMPL_synthFlopType="dfxtp_1"
export IMPL_slew_violations=0
export IMPL_r2r_cells=13
export IMPL_final_setup_viol_count=0
export IMPL_fillCellCount=49560
export IMPL_clock_fmax_mhz=10.34
export IMPL_synth_cell_area_um2=208900
export IMPL_gp_congestion=0.7438
export IMPL_start_kind="input port"
export IMPL_grt_pass1_vias=143700
export IMPL_rows=265
export IMPL_drc=0
export IMPL_root_buffer="clkbuf_16"
export IMPL_clkLatencyLatePin_ns=1.04
export IMPL_pin_count=254
export IMPL_worst_setup_path_type="input port to flip-flop"
export IMPL_pre_cts_ws_ns=354.79
export IMPL_ys_cells=26040
export IMPL_cts_buffers=630
export IMPL_timing_final_hold_violations=0
export IMPL_synth_edff_count=250
export IMPL_antenna_found_initial=6
export IMPL_ys_chip_area_um2=208900
export IMPL_ys_ff=6010
export IMPL_r2r_slack_ns=445.74
export IMPL_synthCells=26040
export IMPL_fp_util_pct=40.13
export IMPL_cts_hold_buf=0
export IMPL_p_leak_nw=74.15
export IMPL_postCtsResizedCells=0
export IMPL_hpwl_mm=195.5
export IMPL_clockBufferDepth=4
export IMPL_synthToLayoutAreaGrowth_pct=11.63
export IMPL_drive_gt1_share_pct=4.872
export IMPL_die_height_um=724.7
export IMPL_drt_vias_per_instance=4.765
export IMPL_detail_route_antenna_nets=0
export IMPL_layout_setup_ws_ns=355.98
export IMPL_yosysSeqAreaShare_pct=58.79
export IMPL_grt_total_usage_pct=14.79
export IMPL_cts_tree="built"
export IMPL_worst_pin_slew_ns=0.8675
export IMPL_die_w_um=724.7
export IMPL_required_ns=453.62
export IMPL_period_used_pct=21.36
export IMPL_crit_fanout=76
export IMPL_min_period_ns=96.72
export IMPL_critPathArrivalTime_ns=97.64
export IMPL_io_buffers=253
export IMPL_flop_area_um2=122800
export IMPL_hold_depth=2
export IMPL_relSlewSlack_pct=42.17
export IMPL_logic_area_um2=75430
export IMPL_rsz0062_at_grt="no"
export IMPL_cts_setup_buffers=0
export IMPL_ir_drop_mv=0.003849
export IMPL_rr_startpoint="cnt[22]"
export IMPL_vias=155700
export IMPL_fin_tns_setup_ns=0
export IMPL_cp_endpoint="spikes[628]"
export IMPL_grt_max_degree=176
export IMPL_synth_async_reset_ratio_pct=0
export IMPL_cp_startpoint="en"
export IMPL_worstSetupEndpointType="flip-flop"
export IMPL_yosys_warnings=3
export IMPL_cts_max_level=6
==> cells in the mapped netlist, drive strengths merged, types with 2 or more instances <==
cell | n | area share, %
nand2 | 11960 | 21
dfxtp | 5760 | 55
a21oi | 5730 | 14
clkbuf | 1067 | 1.9
buf | 929 | 3.2
o21ai | 252 | 0.60
edfxtp | 250 | 3.6
nor2b | 24 | 0.072
nor2 | 12 | 0.022
inv | 6 | 0.011
nand3 | 5 | 0.012
nand4 | 5 | 0.015
mux2 | 4 | 0.022
nor3 | 4 | 0.012
nor4 | 4 | 0.018
a21o | 3 | 0.011
nor4b | 3 | 0.019
xnor2 | 3 | 0.013
a211oi | 2 | 0.0072
and2 | 2 | 0.0060
and3 | 2 | 0.0060
ha | 2 | 0.012
nor3b | 2 | 0.0072
==> cell families (layout without fill, tap and decap cells) <==
logic type / count (synthesis) / in the layout / share of synthesized area, %
AND/OR/NAND/NOR: 12030 / 12030 / 21.69
flip-flops: 6010 / 6010 / 58.79
AND-OR/OR-AND: 5989 / 5989 / 14.36
buffers and inverters: 2002 / 1683 / 5.120
multiplexers: 5 / 5 / 0.02635
XOR/XNOR: 3 / 3 / 0.01258
adder cells (fa/ha/maj): 2 / 2 / 0.01198
other: 0 / 5 / 0
==> registers in the layout, indices dropped and copies added, names as in the netlist <==
register and flops:
spikes 5976, cnt 33, spike_infor 1
==> final cells by class <==
type | instances | area share (%)
Sequential cell | 6010 | 52.66
Multi-Input combinational cell | 18020 | 32.34
Clock buffer | 976 | 8.072
Tap cell | 6942 | 3.724
Timing Repair Buffer | 510 | 2.022
Clock inverter | 191 | 1.164
Inverter | 6 | 0.009656
Antenna cell | 5 | 0.005365
==> through the flow <==
stage          util [%]  hold WS [ns]  power (mW)  cells  instance area, um^2
6_report          44.80        0.4017       1.090  32660               233200
3_3_place_gp      40.66        0.4373      0.5831  31490               211700
4_1_cts           44.80        0.4009       1.109  32660               233200
3_5_place_dp      40.66        0.4426      0.5832  31490               211700
2_1_floorplan         -        0.4321      0.5763  26040               208900
5_1_grt           44.80        0.4326       1.133  32660               233200
==> metal layers <==
metal | GRT usage (%) | up-vias | share of wire [%]
li1 | - | 81920 | -
met1 | 22.20 | 71810 | 50
met2 | 23.60 | 1305 | 44
met3 | 2.232 | 624 | 3.4
met4 | 3.298 | 2 | 2.3
met5 | 0 | - | 0.0031
==> cell usage in the layout (no fill, tap or decap), types with 6 or more instances in the layout <==
| cell | instances |
|---|---|
| buf_4 | 238 |
| clkdlybuf4s50_1 | 252 |
| clkinv_2 | 88 |
| clkinvlp_4 | 7 |
| a21oi_1 | 5730 |
| clkbuf_8 | 157 |
| nor2_1 | 12 |
| inv_1 | 6 |
| buf_12 | 19 |
| inv_6 | 10 |
| bufinv_16 | 21 |
| nand2_1 | 11960 |
| dfxtp_1 | 5760 |
| clkinv_16 | 37 |
| inv_16 | 12 |
| o21ai_0 | 252 |
| edfxtp_1 | 250 |
| clkbuf_16 | 639 |
| clkbuf_1 | 180 |
| nor2b_1 | 24 |
==> how the worst min path moves through the flow <==
stage            start            to  slack (ns)
4_1_cts   spikes[3511]  spikes[3510]        0.40
6_report  spikes[3511]  spikes[3510]        0.40
5_1_grt    spikes[640]   spikes[639]        0.43
==> worst max-delay path, cell delays in order <==
cell	delay [ns]
clkdlybuf4s50_1	0.58
nor4b_2	0.32
nand4_1	0.30
a211oi_4	0.30
buf_4	0.53
buf_4	0.73
buf_4	0.66
buf_4	0.61
buf_4	0.54
buf_4	0.62
buf_4	0.67
buf_4	0.71
nand2_1	0.14
a21oi_1	0.17
==> report_power, final <==
part | switching [mW] | internal, mW
logic | 0.0276 | 0.00539
clock network | 0.217 | 0.303
registers | 0.00142 | 0.536
No activity file was given, so power comes from the tool's default toggle rates.
